**./design.v**
```verilog
module full_adder(a,b,cin,sum,cout);
input a,b,cin;
output sum;
output cout;
wire w1,w2,w3;
xor (sum,a,b,cin);
and(w1,a,b);
and(w2,b,cin);
and(w3,a,cin);
or(cout,w1,w2,w3);
endmodule
module ripple(a,b,cin,sum,cout);
input [3:0]a;
input [3:0]b;
input	cin;
output [3:0]sum; 
output cout;
wire c1,c2,c3;
full_adder fa0 (.a(a[0]), .b(b[0]), .cin(cin), .sum(sum[0]), .cout(c1));
full_adder fa1 (.a(a[1]), .b(b[1]), .cin(c1),  .sum(sum[1]), .cout(c2));
full_adder fa2 (.a(a[2]), .b(b[2]), .cin(c2),  .sum(sum[2]), .cout(c3));
full_adder fa3 (.a(a[3]), .b(b[3]), .cin(c3),  .sum(sum[3]), .cout(cout));
endmodule
```
**./run.sh**
```bash
#!/bin/bash
# OpenROAD 26Q1-2900-gdf79404cd8, Yosys 0.63+post, stock flow scripts
make -C /OpenROAD-flow-scripts/flow DESIGN_CONFIG=/design/flow/config.mk WORK_HOME=/design/flow/orfs finish
```
**./config.mk**
```make
export PLATFORM = sky130hd
export DESIGN_NAME = ripple
export DESIGN_NICKNAME = ripple
export VERILOG_FILES = /design/flow/design.v
export SDC_FILE = /design/flow/constraint.sdc
export NUM_CORES = 4
export LEC_CHECK = 1
export CORE_AREA = 10 10 70 70
export DIE_AREA = 0 0 80 80
```
**./constraint.sdc**
```tcl
current_design ripple

set clk_period 2.3
set clk_io_pct 0.2

create_clock -name clk0 -period $clk_period

set non_clock_inputs [all_inputs -no_clocks]
set_input_delay [expr $clk_period * $clk_io_pct] -clock clk0 $non_clock_inputs
set_output_delay [expr $clk_period * $clk_io_pct] -clock clk0 [all_outputs]
```
==> job_summary.md <==
## Synthesis and layout report

| Metric | Value |
|---|---|
| Status | finished, violations left |
| Violated checks | negative setup slack |
| GPL Wtd Cong | 0.661 |
| Hold Path Class | in -> out |
| Crit path DAT | 2110 ps |
| Via density per instance | 1.66 |
| Pwr Density | 179 nW/um2 |
| Die H | 80 um |
| Fill cells | 404 |
| Crit path DRT | 1840 ps |
| Dominant combinational family | adder cells |
| Hold_ws | 1550 ps |
| Die ar. | 6400 um2 |
| Final wirelength | 505 um |
| WHS Endpoint | sum[1] |
| Initial antenna violation count | 0 |
| Synth Seq Share | 0% |
| Slew Limit Fails | 0 |
| CP Cell Sequence | buf_6, inv_4, fa_2, inv_2, fa_2, fa_2, inv_2, fa_1, inv_1, buf_2 |
| ANT cells | 0 |
| Layout area overhead | 112% |
| Via count | 123 |
| Total power draw | 0.0561 mW |
| Share of cells above drive strength 1 | 50.0% |
| Die width | 80 um |
| Init Core Util | 4.32% |
| Delay of the slowest critical-path stage | 400 ps |
| DRC violations left | 0 |
| Yosys chip area | 148 um2 |
| Synthesized cell area | 148 um2 |
| First-pass GRT wire length | 696 um |
| CP max stage cell | fa_1 |
| GRT overflow | 0 |
| Most used cell, CP | fa_2 |
| Simple-Gate Area Share | 0% |
| Total GRT Usage | 1.44% |
| Hold Crit Start | b[1] |
| Leakage power | 0.141 nW |
| CP startpoint kind | input pin |
| Core Footprint | 3420 um2 |
| Post-DRT Antenna Nets | 0 |
| Minimum clock period after layout | 2570 ps |
| I/O pin count | 14 |
| WL per Instance | 6.82 um |
| Setup ws final | -267 ps |
| # rows | 21 |
| Unrepaired setup endpoints after global routing | yes |
| Final HPWL DP | 513 um |
| Final std cells w/o fill | 74 |
| Initial drt markers | 0 |
| Max_cap viols | 0 |
| Setup TNS | -337 ps |
| Total of warnings raised by yosys | 0 |
| Area leader share | 54.2% |
| Clock Buffer Count | 0 |
| Final setup violation count | 2 |
| Final period util | 112% |
| Final instance area | 313 um2 |
| Final sequential cell count | 0 |
| # Cells Yosys | 18 |
| Max Clock Freq | 389 MHz |
| Unique cell type count in the Yosys netlist | 3 |
| Post-synthesis cell count | 18 |
| Final Core Density | 9.16% |
| Largest fanout on the critical path | 1 |
| Critical path endpoint category | output port |
| Yosys aoi share | 0% |
| Mux share | 0% |
| Pre-CTS setup slack | -1000 ps |
| WP buf/inv | 6 |
| Dominant cell type by area after synthesis | fa_1 |
| Synth Area per Inst | 8.20 um2 |
| PortBufs | 14 |
| Critical Path Stages | 10 |
| Top cells, area | fa_1 54%, inv_1 25%, buf_4 20% |
| Dpl cell area | 320 um2 |
| Worst slew pin tran | 110 ps |
| Vias in the first global route | 135 |
| Flop area | 0 um2 |
| XOR/XNOR Area Share | 0% |
| Most numerous logic cells after layout | 5 x inv_1, 5 x clkdlybuf4s50_1 |
| Dpl cells | 74 |
| Log Warnings | 35 |
| Critical path class | in -> out |
| Worst VDD drop | 0.0199 mV |
| Worst relative slew slack | 92.7% |
| Crit path max-delay family | adder cells |
| Final Hold Vio Count | 0 |
| Worst hold stages | 3 |
| First drt pass iteration count | 1 |
| Adders+Majority by Area | 54.2% |
| Largest net degree at the start of global routing | 2 |
[per-layer routing]
| metal | part of all wire, % | GRT usage, % |
|---|---|---|
| met5 | 0 | 0 |
| met4 | 0 | 0 |
| met3 | 20 | 1.25 |
| met2 | 46 | 2.41 |
| met1 | 34 | 1.40 |
[layout make-up]
class	instances	area, um2	share of cell area (%)
Timing Repair Buffer	14	125	40.0
Inverter	10	42.5	13.6
Multi-Input combinational cell	4	87.6	28.0
Tap cell	46	57.6	18.4
[power by group]
| part | internal [mW] | switching (mW) | total, mW | leakage [nW] |
|---|---|---|---|---|
| Combinational | 0.0358 | 0.0203 | 0.0561 | 0.141 |
| Sequential | 0 | 0 | 0 | 0 |
| Clock | 0 | 0 | 0 | 0 |
| Total | 0.0358 | 0.0203 | 0.0561 | 0.141 |
[synthesized netlist by cell type]
cell type / n
inv_1: 10
buf_4: 4
fa_1: 4
[worst min-delay path, delay by kind of cell]
kind                       cells  cell delay, ps
buffers and inverters          2             430
adders and majority gates      1             200
[logic make-up (layout without fill, tap and decap cells)]
family | count (synthesis) | count (layout)
buffers and inverters | 14 | 24
adders and majority gates | 4 | 4
[timing repair]
| action | CTS | global route |
|---|---|---|
| hold endpoints to repair | 0 | 0 |
| buffers inserted | 0 | 0 |
| pin swaps | 4 | 3 |
| setup endpoints to repair | 5 | 3 |
| resized | 31 | 2 |
| hold buffers | 0 | 0 |
[worst max path at each step]
| stage | from | to | slack (ps) |
|---|---|---|---|
| CTS | cin | sum[3] | -340 |
| global route | cin | sum[3] | -330 |
| finish | cin | sum[3] | -270 |
Power is estimated from default activity; no workload was simulated.
