### design/flow/run.sh
#!/bin/bash
# OpenROAD 26Q1-2900-gdf79404cd8, Yosys 0.63+post, stock flow scripts
make -C /OpenROAD-flow-scripts/flow DESIGN_CONFIG=/design/flow/config.mk WORK_HOME=/design/flow/orfs finish
### design/flow/design.v
module int_div(u1,u2,s1,s2,u_div,u_mod,s_div,s_mod);
input [7:0] u1,u2;
input signed[7:0] s1,s2;
output  [7:0] u_div,u_mod;
output  [7:0] s_div, s_mod;
assign u_div = u1 / u2;
assign u_mod = u1 % u2;
assign s_div = s1 / s2;
assign s_mod = s1 % s2;
endmodule
### design/flow/config.mk
export PLATFORM = sky130hd
export DESIGN_NAME = int_div
export DESIGN_NICKNAME = int_div
export VERILOG_FILES = /design/flow/design.v
export SDC_FILE = /design/flow/constraint.sdc
export NUM_CORES = 4
export LEC_CHECK = 1
export CORE_UTILIZATION = 30
### design/flow/constraint.sdc
current_design int_div

set clk_period 27.4
set clk_io_pct 0.2

create_clock -name clk0 -period $clk_period

set non_clock_inputs [all_inputs -no_clocks]
set_input_delay [expr $clk_period * $clk_io_pct] -clock clk0 $non_clock_inputs
set_output_delay [expr $clk_period * $clk_io_pct] -clock clk0 [all_outputs]
==> flow_metrics.py <==
# Flow results
metrics = {
    "drt": {
        "totalWireLength_um": 11200,
        "antenna_cells": 0,
        "route.detailed.drc": 0,
        "route.met2.wl_um": 4680,
        "vias_per_cell": 5.24,
        "drtIter0Drc": 234,
        "post_drt_wl_per_cell_um": 13.9,
        "dr_wl_met3_um": 587,
        "drtAntennaViolNets": 0,
        "first_pass_iters": 5,
        "dr.max_layer_used": "met4",
        "m1WireLength_um": 5890,
        "vias": 4230,
    },
    "setup_path": {
        "crit_top_cell": "ha_1",
        "crit_buf_inv": 6,
        "crit_slowest_cell": "a211oi_1",
        "crit_family": "AND-OR/OR-AND gates",
        "startpoint": "s2[0]",
        "crit_type": "primary input to output port",
        "cp-end-kind": "output port",
        "cp_max_fo": 12,
        "worstPathArrival_ns": 20.51,
        "start_kind": "primary input",
        "cpPeakStageDelay_ns": 0.60,
        "required_ns": 21.92,
    },
    "layout": {
        "ff_count": 0,
        "regArea_sq_um": 0,
        "nClkBuffers": 0,
        "instances_no_fill": 807,
        "drive_gt1_share_pct": 7.92,
        "syn_to_final_growth_pct": 20.4,
    },
    "place": {
        "dp_cells": 807,
        "gp_congestion": 0.928,
        "pre_cts_ws_ns": 1.41,
        "place.detailed.hpwl_um": 9570,
        "portBuffers": 64,
    },
    "synth": {
        "synth_area_per_cell_sq_um": 7.31,
        "top_area_cell": "ha_1",
        "yosysWarnings": 0,
        "netlist_area_sq_um": 4190,
        "synth_cell_types": 73,
        "ys_cells": 573,
        "yosys_area_sq_um": 4190,
        "synth_top_area_share_pct": 23.6,
        "postSynthCellCount": 573,
        "ys_seq_share_pct": 0,
        "top_cells_by_area": "ha_1 24%, mux2_2 7.0%, o21a_1 6.6%, xnor2_1 6.1%, nor2_1 5.1%",
    },
    "global_route": {
        "grt_overflow_total": 0,
        "grt_max_degree": 16,
        "antenna_found_initial": 0,
        "grt_util_all_layers_pct": 16.1,
        "grt_pass1_wl_um": 18700,
        "grt_pass1_vias": 3809,
    },
    "timing": {
        "post-route-min-period_ns": 25.99,
        "layout_setup_ws_ns": 1.41,
        "timing.slew.headroom_pct": 50.8,
        "worst_pin_slew_ns": 0.734,
        "finalSetupViolCount": 0,
        "finalHoldViolations": 0,
        "clock.fmax_ghz": 0.0385,
        "finalClockPeriodUsage_pct": 94.9,
        "rsz0062_at_grt": "no",
        "drv_slew": 0,
        "setup_tns_ns": 0,
    },
    "clock_network": {
        "hold_buffers": 0,
    },
    "run": {
        "warnings": 35,
        "maxCapViolations": 0,
    },
    "floorplanning": {
        "rows": 42,
        "die_y_um": 120,
        "fp-utilization_pct": 31.1,
        "die_x_um": 120,
        "coreArea_sq_um": 13500,
        "ios": 64,
        "die_area_sq_um": 14400,
    },
    "power": {
        "cellLeakagePower_nw": 2.23,
        "ir_drop_v": 0.0000835,
        "power_per_cell_area_nw_per_um2": 91.7,
        "finalPower_w": 0.000462,
    },
    "min_path": {
        "min-delay-start": "u1[0]",
        "hold_class": "primary input to output port",
    },
    "status": {
        "status": "complete, no violations",
    },
}
-- worst min-delay path, stage by stage --
cell             delay (ns)
clkdlybuf4s50_1        0.42
nor2_1                 0.10
a21oi_1                0.04
clkdlybuf4s50_1        0.40
-- report_power, final --
group / switching [W] / leakage, nW / total, W / internal [W]
clock: 0 / 0 / 0 / 0
combinational: 0.000220 / 2.23 / 0.000462 / 0.000242
sequential: 0 / 0 / 0 / 0
total: 0.000220 / 2.23 / 0.000462 / 0.000242
-- synth_stat cells, types with 4 or more instances --
library cell   n
o21ai_0       23
mux2_2        26
a21o_1        11
a21oi_1       32
or3_1          7
o21a_1        37
nor4_1         5
nand3_1        4
nor3_1        32
mux2i_1       10
and2_1         4
o21ai_1        4
nand2b_1       7
xor2_1        20
a31oi_1        7
ha_1          79
nand2_1       29
nor2_1        57
nor2b_1        9
o31ai_1        6
inv_1         46
and3_1         8
o21bai_1       5
xnor2_1       29
clkbuf_1       9
-- area by class of cell --
cell class / instances / area, sq um
multi-input combinational: 513 / 3960
inverter: 49 / 184
tap: 176 / 220
timing repair buffer: 69 / 678
fill: 1399 / 8410
-- layer usage --
metal | track usage, % | vias to the layer above
li1 | - | 2239
met1 | 25.9 | 1888
met2 | 24.4 | 97
met3 | 1.12 | 6
met4 | 0.703 | 0
met5 | 0 | -
-- cells in the final DEF, fill, tap and decap left out, types with 7 or more instances in the layout --
| master | Yosys | layout |
|---|---|---|
| mux2_2 | 26 | 26 |
| a21o_1 | 11 | 11 |
| clkdlybuf4s50_1 | 0 | 64 |
| o21a_1 | 37 | 37 |
| inv_1 | 46 | 46 |
| xnor2_1 | 29 | 29 |
| o21ai_0 | 23 | 23 |
| a31oi_1 | 7 | 7 |
| and3_1 | 8 | 8 |
| xor2_1 | 20 | 20 |
| nand2b_1 | 7 | 7 |
| nand2_1 | 29 | 29 |
| mux2i_1 | 10 | 10 |
| nor2_1 | 57 | 57 |
| nor3_1 | 32 | 31 |
| ha_1 | 79 | 79 |
| a21oi_1 | 32 | 32 |
| or3_1 | 7 | 7 |
| nor2b_1 | 9 | 9 |
-- repair_timing --
action	CTS	global route
setup endpoints to repair	0	4
resized	0	2
setup buffers	0	0
-- cells by family after synthesis --
group,after synthesis,share of synthesized area (%)
XOR/XNOR,49,10.2
buffers and inverters,60,5.59
multiplexers,38,10.0
adder cells (fa/ha/maj),81,24.6
AND-OR/OR-AND,161,27.4
AND/OR/NAND/NOR,184,22.2
-- stage by stage --
stage | util [%] | hold WS (ns) | instance area [sq um]
after floorplan | - | 11.01 | 4190
final | 37.5 | 11.93 | 5040
after detailed placement | 37.4 | 11.92 | 5040
after global placement | 37.4 | 11.92 | 5040
after CTS | 37.4 | 11.93 | 5040
after global routing | 37.5 | 11.98 | 5040
-- worst paths after layout --
check / to / cells after the start
min: u_mod[0] / 4
max: s_mod[5] / 56
Power and IR drop assume default switching activity.
