### run.sh
#!/bin/bash
# OpenROAD 26Q1-2900-gdf79404cd8, Yosys 0.63+post, stock flow scripts
make -C /OpenROAD-flow-scripts/flow DESIGN_CONFIG=/design/flow/config.mk WORK_HOME=/design/flow/orfs finish
### config.mk
export PLATFORM = sky130hd
export DESIGN_NAME = pip
export DESIGN_NICKNAME = pip
export VERILOG_FILES = /design/flow/design.v
export SDC_FILE = /design/flow/constraint.sdc
export NUM_CORES = 4
export LEC_CHECK = 1
export CORE_AREA = 10 10 70 70
export DIE_AREA = 0 0 80 80
### constraint.sdc
current_design pip

set clk_period 1.0
set clk_io_pct 0.2

create_clock -name clk0 -period $clk_period [get_ports {clk}]

set non_clock_inputs [all_inputs -no_clocks]
set_input_delay [expr $clk_period * $clk_io_pct] -clock clk0 $non_clock_inputs
set_output_delay [expr $clk_period * $clk_io_pct] -clock clk0 [all_outputs]
### design.v
module pip(
input clk, 
input [7:0] din, 
output reg [7:0] dout);
reg [7:0] stage1;    
always @(posedge clk) begin
stage1 <= din;     
dout   <= stage1;  
end
endmodule
==> impl_metrics.tcl <==
# collected from the flow reports
set metrics [dict create \
    outcome "finished clean" \
    finalWorstSetupSlack_ns 0.0514 \
    die_y_um 80 \
    path_max_fanout 1 \
    leakage_nw 0.216 \
    skew_ns 0.000352 \
    setup_tns_ns 0 \
    crit_buf_inv 1 \
    yosys_warnings 1 \
    drv_cap 0 \
    dp_cells 78 \
    cts-root-buf "clkbuf_4" \
    power_density_nw_per_um2 1850 \
    grt_pass1_vias 175 \
    crit_path_end_kind "output pin" \
    die_x_um 80 \
    period_used_pct 94.9 \
    slowest_stage "dfxtp_1" \
    log.warning_count 25 \
    ys.flops 16 \
    grt_use_total_pct 1.66 \
    viasPerCell 1.99 \
    final_util_pct 16.3 \
    yosysTopAreaCell "dfxtp_1" \
    netlist_top_cells_count "dfxtp_1" \
    ys_seq_share_pct 100 \
    finalSetupViolations 0 \
    seq_area_um2 322 \
    n_fill_cell 388 \
    fp_util_pct 9.38 \
    vias 161 \
    fin_crit_ns 0.949 \
    synthToLayoutAreaGrowth_pct 73.8 \
    stdcell_count 81 \
    drive_gt1_share_pct 14.3 \
    cts_buffers 3 \
    dieArea_um2 6400 \
    crit_type "flip-flop to output pin" \
    h-tree-depth 1 \
    relSlewSlack_pct 94.7 \
    drc 0 \
    crit_family "flip-flops" \
    rsz0062_at_grt "no" \
    worstPathArrival_ns 0.75 \
    dpl_worst_slack_ns 0.0431 \
    fmax_mhz 1050 \
    tightest_slew_ns 0.0795 \
    startpoint_type "flip-flop" \
    antenna_found_initial 0 \
    required_ns 0.80 \
    grt_max_degree 9 \
    detail_route.wl_per_cell_um 7.31 \
    cts.sinks 16 \
    drt-total-wl_um 592 \
    synthCells 16 \
    ir_drop_mv 0.255 \
    finalWeightedCongestion 0.592 \
    yosysMostFrequentCell "dfxtp_1" \
    hp-class "flip-flop to flip-flop" \
    cts_tree "yes" \
    core_area_um2 3420 \
    netlist_area_um2 320 \
    hold_buffers 0 \
    grt_pass1_wl_um 821 \
    async_reset_ff_share_pct 0 \
    num_antenna_cells 0 \
    crit_path_max_incr_delay_ns 0.31 \
    drtPass1Iterations 2 \
    grt_overflow 0 \
    drt_iter0_markers 1 \
    synthTopCellsByArea "dfxtp_1" \
    num-multi-input-gates 0 \
    synth-edff-count 0 \
    clock_latency_ns 0.27 \
    hold_viol 0 \
    path_clk_slew_ns 0.08 \
    top_cell_area_share_pct 100 \
    portBuffers 16 \
    ys_chip_area_um2 320 \
    combGateArea_um2 0 \
    yosysUniqueCellTypes 1 \
    ys_cells 16 \
    avgSynthCellArea_um2 20.0 \
    crit_chain "clkdlybuf4s15_1" \
    postRouteAntennaNets 0 \
    ys.flop_type "dfxtp_1" \
    ios 17 \
    clockBufferDepth 2 \
    drv_slew 0 \
    placementRows 21 \
    power_mw 1.03 \
]
## final timing paths
kind,slack (ns),cells past startpoint,start,end
worst max-delay path,0.05,1,dout[3],dout[3]
worst min-delay path,0.33,0,stage1[2],dout[2]
worst max register to register,0.60,0,stage1[5],dout[5]
worst min register to register,0.33,0,stage1[2],dout[2]
## placed cells by master (no fill, tap or decap)
master / count
clkdlybuf4s50_1: 8
clkbuf_4: 3
dfxtp_1: 15
clkbuf_2: 1
clkdlybuf4s15_1: 7
dfxtp_2: 1
## per-layer routing
| metal | vias to the layer above | wire, um | GRT usage [%] |
|---|---|---|---|
| met4 | 0 | 34 | 1.41 |
| li1 | 87 | - | - |
| met1 | 67 | 198 | 1.36 |
| met5 | - | 0 | 0 |
| met2 | 5 | 328 | 2.89 |
| met3 | 2 | 31 | 0.795 |
## kinds of logic after synthesis
logic type  synth area share [%]
flops                        100
## sequential cells by signal, indices dropped and copies added (netlist names)
| signal | count |
|---|---|
| dout | 8 |
| stage1 | 8 |
## stage by stage
stage	instance area [um^2]	hold WS (ns)
6_report	557	0.330
5_1_grt	557	0.335
4_1_cts	561	0.331
3_5_place_dp	538	0.312
3_3_place_gp	538	0.311
2_1_floorplan	320	0.228
## final cells by class
cell class | count | share of cell area (%)
clock buffer | 3 | 4.04
sequential | 16 | 57.8
timing repair buffer | 16 | 27.9
tap | 46 | 10.3
## where the power goes
part	leakage, nW	total, mW	switching [mW]	internal [mW]
Combinational	0.0673	0.0500	0.00549	0.0446
Sequential	0.135	0.678	0.00671	0.671
Clock	0.0138	0.305	0.166	0.139
Total	0.216	1.03	0.178	0.855
## timing repair
action	in CTS	in global routing
setup buffers	0	0
resized	16	2
gates cloned	0	0
endpoints found under the setup margin	8	2
hold endpoints to repair	0	0
pin swaps	0	0
Power figures rest on the tool's default switching activity, not on a simulated workload.
